`design/flow/design.v`:
```
`timescale 1ns / 1ps
module INSTMEM(Addr,Inst); 
input[31:0]Addr;
output[31:0]Inst;
wire[31:0]Rom[31:0];
assign Rom[5'h00]=32'h20010008; 
assign Rom[5'h01]=32'h3402000C; 
assign Rom[5'h02]=32'h00221820; 
assign Rom[5'h03]=32'h00412022; 
assign Rom[5'h04]=32'h00222824; 
assign Rom[5'h05]=32'h00223025; 
assign Rom[5'h06]=32'h14220002; 
assign Rom[5'h07]=32'hXXXXXXXX;
assign Rom[5'h08]=32'hXXXXXXXX;
assign Rom[5'h09]=32'h10220002; 
assign Rom[5'h0A]=32'h0800000D; 
assign Rom[5'h0B]=32'hXXXXXXXX;
assign Rom[5'h0C]=32'hXXXXXXXX;
assign Rom[5'h0D]=32'hAD02000A; 
assign Rom[5'h0E]=32'h8D04000A; 
assign Rom[5'h0F]=32'h10440003; 
assign Rom[5'h10]=32'hXXXXXXXX;
assign Rom[5'h11]=32'hXXXXXXXX;
assign Rom[5'h12]=32'hXXXXXXXX;
assign Rom[5'h13]=32'h30470009; 
assign Rom[5'h14]=32'hXXXXXXXX;
assign Rom[5'h15]=32'hXXXXXXXX;
assign Rom[5'h16]=32'hXXXXXXXX;
assign Rom[5'h17]=32'hXXXXXXXX;
assign Rom[5'h18]=32'hXXXXXXXX;
assign Rom[5'h19]=32'hXXXXXXXX;
assign Rom[5'h1A]=32'hXXXXXXXX;
assign Rom[5'h1B]=32'hXXXXXXXX;
assign Rom[5'h1C]=32'hXXXXXXXX;
assign Rom[5'h1D]=32'hXXXXXXXX;
assign Rom[5'h1E]=32'hXXXXXXXX;
assign Rom[5'h1F]=32'hXXXXXXXX;
assign Inst=Rom[Addr[6:2]];
endmodule
```
`design/flow/run.sh`:
```
#!/bin/bash
# OpenROAD 26Q1-2900-gdf79404cd8, Yosys 0.63+post, stock flow scripts
make -C /OpenROAD-flow-scripts/flow DESIGN_CONFIG=/design/flow/config.mk WORK_HOME=/design/flow/orfs finish
```
`design/flow/config.mk`:
```
export PLATFORM = sky130hd
export DESIGN_NAME = INSTMEM
export DESIGN_NICKNAME = INSTMEM
export VERILOG_FILES = /design/flow/design.v
export SDC_FILE = /design/flow/constraint.sdc
export NUM_CORES = 4
export LEC_CHECK = 1
export CORE_AREA = 10 10 70 70
export DIE_AREA = 0 0 80 80
```
`design/flow/constraint.sdc`:
```
current_design INSTMEM

set clk_period 1.8
set clk_io_pct 0.2

create_clock -name clk0 -period $clk_period

set non_clock_inputs [all_inputs -no_clocks]
set_input_delay [expr $clk_period * $clk_io_pct] -clock clk0 $non_clock_inputs
set_output_delay [expr $clk_period * $clk_io_pct] -clock clk0 [all_outputs]
```
==> run summary <==
yosys + openroad results -> status=completed, period utilization=0.992, DRT iter0 DRCs=37, RSZ-0062 raised after global routing=true, Port Buf Inserts=24, yosys stat cell total=82, Final Non-Filler Cells=166, Final Hold Viols=0, top routing layer in use=met3, share of cells above drive strength 1=0.400, Placeable Area=3420 sq um, internal power=0.109 mW, met1 wire length=972 microns, Synth Warn #=1, logic area=517 sq um, Unique cell types=40, met2 WL=955 microns, ANT nets after route=0, Post-DP HPWL=1.49 mm, crit path time final=1790 ps, Max Slew Vio Count=0, Seq Cell Count=0, GR Overflow Total=0, register area=0 sq um, Pre-antenna DRT Iters=4, Starting Density=0.164, chip height=80 microns, routed wire length=2.08 mm, vias per cell=4.12, initial antenna violation count=0, fraction of power spent switching nets=0.438, PD cells=199 nW/um^2, WHS=1170 ps, Comb power frac=1.000, fill cell count=383, fin area=980 sq um, critical path peak fanout=7, via count=684, element type at the critical path end=output port, num rows=21, # clk buffers=0, yosys synthesis chip area=559 sq um, Fmax=560 MHz, Max Cap Viol=0, GRT Total Usage=0.0651, tool warning count=61, die width=80 microns, HP Class=in2out, first-pass GRT wire length=3.49 mm, synthesized netlist cell count=82, placed cell count=158, Ports=64, Met3 Wirelength=153 microns, global placement routability congestion=0.845, # diodes=0, Post-route DRC=0, worst endpoint data arrival time=1430 ps, NetSw=0.0852 mW, clock power share=0, Post-DP Area=865 sq um, Seq share, synth=0, VDD IR max=87.2 uV, Startpoint Class=input port, largest net degree at the start of global routing=13, Crit Path Class=in2out, Chip Area=6400 sq um, area delta synth->final=75.2%, WL/cell=12.5 microns, Pleak=0.471 nW, final setup fails=0, Sequential Power Share=0, Netlist Area Pre-Place=559 sq um, Critical Path RT=1440 ps, syn avg cell area=6.82 sq um, vias in the first global route=708
[repair_timing]
action | 4_1_cts | 5_1_grt
pin swaps | 13 | 1
setup buffers | 6 | 0
setup endpoints to repair | 19 | 3
hold buffers | 0 | 0
gates cloned | 2 | 0
resized | 59 | 5
[layout by cell type (no fill, tap or decap), drive strengths merged]
| cell type | netlist | final |
|---|---|---|
| nor3 | 6 | 6 |
| nand2b | 3 | 3 |
| or3 | 1 | 1 |
| a211o | 2 | 2 |
| nand3 | 4 | 4 |
| o21ba | 1 | 1 |
| a21o | 2 | 2 |
| a31oi | 1 | 1 |
| nand2 | 4 | 4 |
| nor2 | 3 | 3 |
| a2bb2oi | 1 | 1 |
| dlygate4sd2 | 0 | 18 |
| nor2b | 3 | 3 |
| o21ai | 2 | 2 |
| a311o | 1 | 1 |
| dlymetal6s2s | 0 | 1 |
| o211ai | 1 | 1 |
| nand4b | 1 | 1 |
| a21oi | 5 | 5 |
| a32oi | 1 | 1 |
| xnor2 | 3 | 3 |
| nor4 | 2 | 2 |
| nor3b | 2 | 2 |
| a21boi | 1 | 1 |
| buf | 20 | 28 |
| and2 | 1 | 1 |
| conb | 1 | 13 |
| nand3b | 3 | 3 |
| a211oi | 2 | 2 |
| and2b | 2 | 2 |
| clkdlybuf4s15 | 0 | 1 |
| or2 | 1 | 1 |
[kinds of logic after synthesis]
group                     after synthesis  share of synthesized area
and+or+nand+nor                        36                      0.398
buffers and inverters                  22                      0.282
AOI/OAI and AO/OA                      20                      0.253
xor gates and xnor gates                3                     0.0604
other                                   1                    0.00670
[routing by layer]
metal	GRT usage	vias to the layer above
li1	-	344
met3	0.0170	0
met4	0.00352	0
met1	0.0897	314
met2	0.104	26
met5	0	-
[layout make-up]
type | instances | share of cell area
tap | 46 | 0.0587
timing repair buffer | 48 | 0.414
multi-input combinational | 72 | 0.527
[critical path, stage by stage]
cell and delay (ps):
buf_6 100, buf_6 120, and2_4 160, a211o_1 280, a21o_1 170, dlygate4sd2_1 230
[power groups by stage]
stage	registers (mW)	clock network, mW	logic [mW]
5_1_grt	0	0	0.216
6_report	0	0	0.195
4_1_cts	0	0	0.189
[synth_stat cells, drive strengths merged]
cell | count | area (sq um)
buf | 20 | 149
nor3 | 6 | 30.0
a21oi | 5 | 25.0
nand2 | 4 | 15.0
nand3 | 4 | 20.0
nand2b | 3 | 18.8
nand3b | 3 | 22.5
nor2 | 3 | 11.3
nor2b | 3 | 21.3
xnor2 | 3 | 33.8
a211o | 2 | 17.5
a211oi | 2 | 15.0
a21o | 2 | 15.0
and2b | 2 | 17.5
clkbuf | 2 | 8.75
nor3b | 2 | 20.0
nor4 | 2 | 18.8
o21ai | 2 | 10.0
a21boi | 1 | 7.51
a2bb2oi | 1 | 8.76
a311o | 1 | 10.0
a31oi | 1 | 6.26
a32oi | 1 | 8.76
and2 | 1 | 6.26
conb | 1 | 3.75
nand4b | 1 | 8.76
o211ai | 1 | 7.51
o21ba | 1 | 10.0
or2 | 1 | 6.26
or3 | 1 | 6.26
[per-stage QoR]
stage | power, mW | setup TNS (ps) | util | setup WS, ps
finish | 0.195 | 0 | 0.287 | 14.7
global route | 0.216 | -53.8 | 0.287 | -53.8
CTS | 0.189 | -2.51 | 0.280 | -2.51
detailed placement | 0.175 | -11420 | 0.253 | -690
global placement | 0.175 | -11120 | 0.253 | -690
floorplan | 0.103 | 0 | - | 441
[final timing paths]
check                from  endpoint  slack, ps  cells past startpoint
setup / recovery  Addr[3]   Inst[3]         10                      6
hold / removal    Addr[5]  Inst[22]       1170                      4
Power and IR drop assume default switching activity.

===== flow/config.mk =====
export PLATFORM = sky130hd
export DESIGN_NAME = DATAMEM
export DESIGN_NICKNAME = DATAMEM
export VERILOG_FILES = /design/flow/design.v
export SDC_FILE = /design/flow/constraint.sdc
export NUM_CORES = 4
export LEC_CHECK = 1
export CORE_UTILIZATION = 50

===== flow/constraint.sdc =====
current_design DATAMEM

set clk_period 4.4
set clk_io_pct 0.2

create_clock -name clk0 -period $clk_period [get_ports {Clk}]

set non_clock_inputs [all_inputs -no_clocks]
set_input_delay [expr $clk_period * $clk_io_pct] -clock clk0 $non_clock_inputs
set_output_delay [expr $clk_period * $clk_io_pct] -clock clk0 [all_outputs]

===== flow/design.v =====
`timescale 1ns / 1ps
module DATAMEM(Addr,Din,Clk,We,Dout);
input[31:0]Addr,Din;
input Clk,We;
output[31:0]Dout;
reg[31:0]Ram[31:0];
assign Dout=Ram[Addr[6:2]];
always@(posedge Clk)begin
if(We)Ram[Addr[6:2]]<=Din;
end
integer i;
initial begin
for(i=0;i<32;i=i+1)
Ram[i]=0;
end
endmodule

===== flow/run.sh =====
#!/bin/bash
# OpenROAD 26Q1-2900-gdf79404cd8, Yosys 0.63+post, stock flow scripts
make -C /OpenROAD-flow-scripts/flow DESIGN_CONFIG=/design/flow/config.mk WORK_HOME=/design/flow/orfs finish

==> results.toml <==
# implementation run metrics
[min_path]
hp-class = "input pin to flop"

[yosys]
synth-seq-area-share_pct = 78.6
synthTopLogicFamily = "multiplexers"
yosys.area.top_type_share_pct = 78.6
yosysUniqueCellTypes = 22
area_leaders = "edfxtp_1 (79%), mux2i_1 (13%), o22ai_1 (4.1%)"
synth-async-reset-ratio_pct = 0
ys_sh_simple_pct = 2.30
mux_share_pct = 13.1
ys_ff = 1024
synth_area_per_cell_um2 = 18.8
yosysWarningCount = 1
fa_ha_area_share_pct = 0
syn_area_um2 = 39100
ys_cells = 2075
syn_inst = 2075
ys_area_um2 = 39100
largest_area_cell = "edfxtp_1"
synth-edff-count = 1024
ff_type = "edfxtp_1"
compound_area_share_pct = 4.10
xor_share_pct = 0

[final_timing]
rsz0062_at_grt = "no"
hold_viol = 0
worst_pin_slew_ns = 1.01
fmax_ghz = 0.233
final_max_slew_viol_count = 0
period_used_pct = 97.4
final.min_clock_period_ns = 4.29
slew_headroom_pct = 32.3
setup_violations = 0
timing.hold.ws_ns = 1.03

[worst_setup_path]
crit_chain = "clkdlybuf4s50_1 > buf_12 > or4_4 > buf_12 > o22ai_1 > buf_4 > nor4_1 > nand2_1 > clkdlybuf4s50_1"
worst_setup_path_end_kind = "primary output"
cp_top_family = "buffers and inverters"
slowest_stage = "or4_4"
path_buffers = 5
path_max_fanout = 23
crit_arrival_ns = 3.41
required_ns = 3.52
worst-setup-path-type = "input pin to primary output"
crit_path_start_kind = "input pin"
crit_path_max_incr_delay_ns = 0.53

[final_layout]
final_util_pct = 59.4
finalNonFillerCells = 3427
final_area_um2 = 46000
final.fill_count = 5491
largest_reg_flops = 1024
drive_gt1_share_pct = 15.8
area_growth_pct = 17.6

[floorplanning]
fp.coreArea_um2 = 77500
fp.dieW_um = 282
die_area_um2 = 79300
fp-utilization_pct = 50.5
num_io_pins = 98
num_rows = 102
die-height_um = 282

[detailed_routing]
routed-wl-met3_mm = 17.0
wl_met1_mm = 32.5
wl_per_cell_um = 28.1
maxUsedRoutingLayer = "met5"
drt_first_pass_iters = 5
routed_wl_mm = 96.4
routed_via_density = 5.93
vias = 20300
drc_errors = 0
met2WireLength_mm = 44.1
final_antenna_net_count = 0
diodes = 0
initialDrtViolationCount = 1192

[pwr]
p_switching_mw = 4.10
total_power_mw = 20.0
combPwrFrac_pct = 5.2
intPower_mw = 15.9
seqPwrFrac_pct = 54.3
p_leak_nw = 16.0
sw_frac_of_total_pct = 20.5
p_clk_share_pct = 40.4
ir_drop_uv = 348
p_per_area_nw_per_um2 = 435

[grt]
antenna_found_initial = 4
grt_first_pass_wirelength_mm = 138
grt_pass1_vias = 20900
grt_overflow = 0
grt_max_degree = 58
grt_usage_pct = 27.8

[clocking]
h-tree-depth = 3
ctsLongestPathBuffers = 3
clkTransAtPathRegs_ns = 0.06
numCtsBuffers = 101
clockRootBuffer = "clkbuf_16"
cts_setup_buffers = 0
numClockSinks = 1024
cts_tree = "yes"
holdBufCountCts = 0

[placed_design]
place_area_um2 = 42800
post-place-cells = 3248
hpwl_mm = 53.8
io_buffers = 70
routabilityCongestion = 0.839

[job]
tool_warnings = 53
maxCapViolations = 0

[outcome]
status = "completed"
## power by group through the flow
stage                 registers [mW]  logic (mW)  clock network [mW]
final                           10.9        1.04                8.09
after global routing            10.9        1.12                8.57
after CTS                       10.9        1.05                8.23
## cells in the mapped netlist, types with 2 or more instances
cell,count
buf_6,19
or4b_4,3
nor2_1,29
nor3_1,4
or3b_2,3
buf_4,2
clkbuf_1,23
nand4b_1,4
o22ai_1,256
mux2i_1,512
buf_2,81
nand3_1,2
nand3b_1,4
nand2_1,34
nor4_1,64
nand4bb_1,6
edfxtp_1,1024
## metal layers
layer  global-route usage, %  vias up
met5                    2.08        -
met4                    5.98       13
met3                    21.3      168
met2                    38.7     1277
met1                    36.9     9908
li1                        -     8968
## layout make-up
| class | count | area [um2] | area share, % |
|---|---|---|---|
| well taps | 1040 | 1300 | 2.83 |
| flip-flops and latches | 1024 | 30700 | 66.9 |
| multi-input cells | 925 | 8030 | 17.5 |
| repair buffers | 259 | 2800 | 6.08 |
| clock buffers | 127 | 2650 | 5.75 |
| clock inverters | 52 | 465 | 1.01 |
## worst paths after layout
path	startpoint	end	slack (ns)	cells past startpoint
setup / recovery	Addr[5]	Dout[19]	0.11	9
hold / removal	Din[29]	Ram[6][29]	1.03	2
## repair_timing
item                                    4_1_cts  5_1_grt
endpoints found under the setup margin        2       16
resized                                       3        9
cloned                                        0        0
pin swaps                                     0        2
## cell usage in the layout, fill, tap and decap left out
cell type and instances:
or3b_2 3, clkinv_8 3, clkbuf_1 25, nand3b_1 4
clkinvlp_4 2, or4b_2 1, clkinv_4 1, edfxtp_1 1024
nand2_1 34, o22ai_1 254, buf_8 1, nand3_1 2
buf_12 53, bufinv_16 6, o22ai_2 2, or4_4 1
buf_4 135, or3_1 1, nor2_1 1, nor4_4 1
dlymetal6s2s_1 2, nor3_4 4, clkinv_1 20, or4b_4 3
clkdlybuf4s50_1 67, mux2i_1 512, inv_6 2, clkbuf_16 102
nor2_4 28, clkinv_2 16, nand4b_1 4, nand4bb_4 5
nor4_2 5, nand4bb_2 1, inv_16 2, buf_6 1
nor4_1 58, nand4_1 1
## per-stage QoR
stage	setup WS [ns]	setup TNS (ns)
after CTS	0.0116	0
after floorplan	0.706	0
after global placement	-0.413	-0.554
final	0.115	0
after detailed placement	-0.358	-0.401
after global routing	0.0287	0
## logic make-up (layout without fill, tap and decap cells)
kind of cell / count (synthesis) / after routing
buf+inv: 126 / 438
mux: 512 / 512
flops: 1024 / 1024
simple gates: 157 / 157
compound gates: 256 / 256
No activity file was given, so power comes from the tool's default toggle rates.

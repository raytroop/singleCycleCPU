===== design/flow/config.mk =====
export PLATFORM = sky130hd
export DESIGN_NAME = ALU
export DESIGN_NICKNAME = ALU
export VERILOG_FILES = /design/flow/design.v
export SDC_FILE = /design/flow/constraint.sdc
export NUM_CORES = 4
export LEC_CHECK = 1
export CORE_UTILIZATION = 50

===== design/flow/constraint.sdc =====
current_design ALU

set clk_period 12.8
set clk_io_pct 0.2

create_clock -name clk0 -period $clk_period

set non_clock_inputs [all_inputs -no_clocks]
set_input_delay [expr $clk_period * $clk_io_pct] -clock clk0 $non_clock_inputs
set_output_delay [expr $clk_period * $clk_io_pct] -clock clk0 [all_outputs]

===== design/flow/design.v =====
`timescale 1ns / 1ps
module ADDSUB_32(X, Y, Sub, S, Cout);
    input [31:0] X;
    input [31:0] Y; 
    input Sub;
    output [31:0] S;
    output Cout;
    CLA_32 adder0 (X, Y^{32{Sub}}, Sub, S, Cout);  
endmodule
module CLA_32(X, Y, Cin, S, Cout);
input [31:0] X, Y; 
input Cin;   
output [31:0] S;
output Cout;
wire Cout0, Cout1, Cout2, Cout3, Cout4, Cout5, Cout6;    
CLA_4 add0 (X[3:0], Y[3:0], Cin, S[3:0], Cout0);
CLA_4 add1 (X[7:4], Y[7:4], Cout0, S[7:4], Cout1);
CLA_4 add2 (X[11:8], Y[11:8], Cout1, S[11:8], Cout2);
CLA_4 add3 (X[15:12], Y[15:12], Cout2, S[15:12], Cout3);
CLA_4 add4 (X[19:16], Y[19:16], Cout3, S[19:16], Cout4);
CLA_4 add5 (X[23:20], Y[23:20], Cout4, S[23:20], Cout5);
CLA_4 add6 (X[27:24], Y[27:24], Cout5, S[27:24], Cout6);
CLA_4 add7 (X[31:28], Y[31:28], Cout6, S[31:28], Cout);
endmodule 
module CLA_4(X, Y, Cin, S, Cout);
input [3:0] X;
input [3:0] Y;
input Cin;
output [3:0] S;
output Cout;
and get_0_0_0(tmp_0_0_0, X[0], Y[0]);
or get_0_0_1(tmp_0_0_1, X[0], Y[0]);
and get_0_1_0(tmp_0_1_0, X[1], Y[1]);
or get_0_1_1(tmp_0_1_1, X[1], Y[1]);
and get_0_2_0(tmp_0_2_0, X[2], Y[2]);
or get_0_2_1(tmp_0_2_1, X[2], Y[2]);
and get_0_3_0(tmp_0_3_0, X[3], Y[3]);
or get_0_3_1(tmp_0_3_1, X[3], Y[3]);
and get_1_0_0(tmp_1_0_0, ~tmp_0_0_0, tmp_0_0_1);
xor getS0(S0, tmp_1_0_0, Cin);
and get_1_1_0(tmp_1_1_0, ~tmp_0_1_0, tmp_0_1_1);
not get_1_1_1(tmp_1_1_1, tmp_0_0_0);
nand get_1_1_2(tmp_1_1_2, Cin, tmp_0_0_1);
nand get_2_0_0(tmp_2_0_0, tmp_1_1_1, tmp_1_1_2);
xor getS1(S1, tmp_1_1_0, tmp_2_0_0);
and get_1_2_0(tmp_1_2_0, ~tmp_0_2_0, tmp_0_2_1);
not get_1_2_1(tmp_1_2_1, tmp_0_1_0);
nand get_1_2_2(tmp_1_2_2, tmp_0_1_1, tmp_0_0_0);
nand get_1_2_3(tmp_1_2_3, tmp_0_1_1, tmp_0_0_1, Cin);
nand get_2_1_0(tmp_2_1_0, tmp_1_2_1, tmp_1_2_2, tmp_1_2_3);
xor getS2(S2, tmp_1_2_0, tmp_2_1_0);
and get_1_3_0(tmp_1_3_0, ~tmp_0_3_0, tmp_0_3_1);
not get_1_3_1(tmp_1_3_1, tmp_0_2_0);
nand get_1_3_2(tmp_1_3_2, tmp_0_2_1, tmp_0_1_0);
nand get_1_3_3(tmp_1_3_3, tmp_0_2_1, tmp_0_1_1, tmp_0_0_0);
nand get_1_3_4(tmp_1_3_4, tmp_0_2_1, tmp_0_1_1, tmp_0_0_1, Cin);
nand get_2_2_0(tmp_2_2_0, tmp_1_3_1, tmp_1_3_2, tmp_1_3_3, tmp_1_3_4);
xor getS3(S3, tmp_1_3_0, tmp_2_2_0);
not get_1_4_0(tmp_1_4_0, tmp_0_3_0);
nand get_1_4_1(tmp_1_4_1, tmp_0_3_1, tmp_0_2_0);
nand get_1_4_2(tmp_1_4_2, tmp_0_3_1, tmp_0_2_1, tmp_0_1_0);
nand get_1_4_3(tmp_1_4_3, tmp_0_3_1, tmp_0_2_1, tmp_0_1_1, tmp_0_0_0);
nand get_1_4_4(tmp_1_4_4, tmp_0_3_1, tmp_0_2_1, tmp_0_1_1, tmp_0_0_1, Cin);
nand getCout(Cout, tmp_1_4_0, tmp_1_4_1, tmp_1_4_2, tmp_1_4_3,tmp_1_4_4);
assign S = {S3,S2,S1,S0};
endmodule
`timescale 1ns / 1ps
module ALU(X,Y,Aluc,R,Z); 
input [31:0]X,Y;
input [1:0]Aluc;
output [31:0]R;
output Z;
wire[31:0]d_as,d_and,d_or,d_and_or;
ADDSUB_32 as(X,Y,Aluc[0],d_as);
assign d_and=X&Y;
assign d_or=X|Y;
MUX2X32 select1(d_and,d_or,Aluc[0],d_and_or);
MUX2X32 seleted(d_as,d_and_or,Aluc[1],R);
assign Z=~|R;
endmodule
module MUX2X32(A0,A1,S,Y);
input [31:0] A0,A1;
input S;
output [31:0] Y;
function [31:0] select;
input [31:0] A0,A1;
input S;
case(S)
0:select=A0;
1:select=A1;
endcase
endfunction
assign Y=select(A0,A1,S);
endmodule

===== design/flow/run.sh =====
#!/bin/bash
# OpenROAD 26Q1-2900-gdf79404cd8, Yosys 0.63+post, stock flow scripts
make -C /OpenROAD-flow-scripts/flow DESIGN_CONFIG=/design/flow/config.mk WORK_HOME=/design/flow/orfs finish

==> reports/qor.yml <==
outcome:
  run_status: "completed"
yosys:
  ys_cells: 432
  synth_cell_type_count: 62
  avgSynthCellArea_sq_um: 7.42
  ys_warn_count: 34
  yosys.stat.seqShare_pct: 0
  syn-cell-area_sq_um: 3210
  ys_chip_area_sq_um: 3210
  postSynthCellCount: 432
die:
  design.portCount: 99
  row_count: 28
  dieArea_sq_um: 6740
  fp_util_pct: 52.9
  std_cell_core_area_sq_um: 6060
  fp.dieH_um: 82.1
  floorplan.die.width_um: 82.1
final_timing:
  hold_violations: 0
  slew-limit-headroom_pct: 53.4
  final.period_utilization_pct: 87.7
  slew_viol_final: 0
  timing_worst_slew_pin_value_ns: 0.699
  setup_slack_ns: 1.57
  setup_tns_ns: 0
  final_period_minus_worst_setup_slack_ns: 11.23
  unrepaired_setup_endpoints_after_global_routing: "false"
  max_freq_ghz: 0.0891
  final-setup-viol-count: 0
route:
  detailedRoute.firstPassIterationCount: 4
  average_routed_wire_per_standard_cell_um: 12.4
  via_count: 3039
  drc: 0
  vias_per_cell: 5.12
  route.final.wire_length_um: 7360
  drt_iter0_drc: 74
  antenna_left: 0
  antenna_cells: 0
power:
  internal_power_w: 0.000118
  p_per_area_nw_per_um2: 51.4
  pwr-share-comb_pct: 100.0
  clk_network_pwr_share_pct: 0
  vdd_drop_max_v: 0.0000442
  p_sw_w: 0.0000984
  p_leak_nw: 1.97
  power.share.sequential_pct: 0
  power.switching_fraction_pct: 45.4
grt:
  grt_usage_pct: 22.1
  grt_pass1_wl_um: 11700
  grt_max_degree: 61
  grt_pass1_vias: 2692
  grt_remaining_overflow: 0
  grt_antenna_before_repair: 0
min_path:
  worst_hold_path_type: "input port to output port"
  hold_start: "Aluc[1]"
critical_path:
  critical_path_required_ns: 10.24
  timing.critical_path.to_type: "output port"
  worst-path-max-fanout: 31
  critPathLaunch: "Aluc[0]"
  critPathArrivalTime_ns: 8.67
  crit_path_start_kind: "input port"
  path_class: "input port to output port"
place:
  finalWeightedCongestion: 0.913
  placement.setup.worst_slack_ns: 1.50
  numPortBuffers: 99
  placement.cell_area_sq_um: 4220
  detailedPlacementHpwl_um: 6210
cells_and_area:
  logic_area_sq_um: 2830
  ratio_of_cells_with_drive_above_1_in_the_final_layout_pct: 5.41
  final_layout_top_logic_cells: "sky130_fd_sc_hd__clkdlybuf4s50_1 (97), sky130_fd_sc_hd__inv_1 (79), sky130_fd_sc_hd__ha_1 (62)"
  n_fill_cell: 498
  clock_buffer_count: 0
  areaGrowthSynthToFinish_pct: 31.7
  fin_area_sq_um: 4220
  seqCellArea_sq_um: 0
  lay_top_count: "sky130_fd_sc_hd__clkdlybuf4s50_1"
  seq_cell_count: 0
job:
  timing.max_cap.violations: 0
  tool_warnings: 70
cts:
  cts_setup_buffers: 0
  cts_resized: 0
  cts_hold_buf: 0
worst max-delay path, stage by stage:
cell and delay (ns):
sky130_fd_sc_hd__buf_2 0.54, sky130_fd_sc_hd__buf_4 0.44, sky130_fd_sc_hd__xor2_1 0.24, sky130_fd_sc_hd__inv_1 0.07, sky130_fd_sc_hd__ha_1 0.21, sky130_fd_sc_hd__nor3b_1 0.23
sky130_fd_sc_hd__nor3_2 0.08, sky130_fd_sc_hd__a211oi_2 0.47, sky130_fd_sc_hd__a2111oi_4 0.16, sky130_fd_sc_hd__nand2_1 0.16, sky130_fd_sc_hd__a211o_1 0.17, sky130_fd_sc_hd__a21oi_1 0.10
sky130_fd_sc_hd__o21bai_1 0.19, sky130_fd_sc_hd__fa_1 0.43, sky130_fd_sc_hd__mux2_2 0.28, sky130_fd_sc_hd__nor4_1 0.27, sky130_fd_sc_hd__nand4_1 0.11, sky130_fd_sc_hd__or4_1 0.44
sky130_fd_sc_hd__nor4_1 0.27, sky130_fd_sc_hd__o2111ai_1 0.16, sky130_fd_sc_hd__nor4_1 0.19, sky130_fd_sc_hd__nand4bb_1 0.16, sky130_fd_sc_hd__nor4b_2 0.23, sky130_fd_sc_hd__clkdlybuf4s50_1 0.49
through the flow:
| stage | power [W] | std cells | util (%) | hold WS, ns |
|---|---|---|---|---|
| finish | 0.000217 | 593 | 69.7 | 6.12 |
| global route | 0.000243 | 593 | 69.7 | 6.19 |
| CTS | 0.000218 | 593 | 69.7 | 6.13 |
| detailed placement | 0.000216 | 593 | 69.7 | 6.13 |
| global placement | 0.000215 | 593 | 69.7 | 6.13 |
| floorplan | 0.000127 | 432 | - | 5.33 |
synth_stat cells (3+ instances only):
master,n,area share (%)
sky130_fd_sc_hd__inv_1,79,9.2
sky130_fd_sc_hd__nand2_1,28,3.3
sky130_fd_sc_hd__o21ai_1,5,0.78
sky130_fd_sc_hd__a21oi_1,16,2.5
sky130_fd_sc_hd__xnor2_1,16,4.4
sky130_fd_sc_hd__o21ai_0,19,3.0
sky130_fd_sc_hd__nor3_1,13,2.0
sky130_fd_sc_hd__or4_1,3,0.70
sky130_fd_sc_hd__buf_1,7,0.82
sky130_fd_sc_hd__maj3_1,28,8.7
sky130_fd_sc_hd__xor2_1,36,9.8
sky130_fd_sc_hd__nor2_1,21,2.5
sky130_fd_sc_hd__o31ai_1,5,1.2
sky130_fd_sc_hd__ha_1,62,24
sky130_fd_sc_hd__clkbuf_1,4,0.47
sky130_fd_sc_hd__maj3_2,3,1.1
sky130_fd_sc_hd__mux2_2,6,2.1
sky130_fd_sc_hd__o2111ai_1,3,0.82
sky130_fd_sc_hd__nor2b_1,5,0.98
sky130_fd_sc_hd__nand3_1,4,0.62
sky130_fd_sc_hd__o21bai_1,4,0.94
sky130_fd_sc_hd__fa_1,6,3.7
sky130_fd_sc_hd__nor4_1,5,0.98
sky130_fd_sc_hd__mux2i_1,4,1.2
final timing paths:
path / to / slack, ns / depth (start not counted)
max: Z / 1.57 / 24
min: R[25] / 6.12 / 5
kinds of logic (layout without fill, tap and decap cells):
logic type                 Yosys count  after routing  share of synthesized area, %
adders and majority gates           99             99                          37.7
AOI/OAI and AO/OA                   76             76                          16.7
xor gates and xnor gates            52             52                          14.2
muxes                               10             10                          3.36
and+or+nand+nor                     99             99                          16.1
buffers and inverters               96            182                          11.9
cell type report:
class	count	area share (%)
tap	75	2.22
multi-input combinational	336	66.9
timing repair buffer	102	23.8
inverter	80	7.11
per-layer routing:
layer  wire [um]  vias up  track usage, %
li1            -     1621               -
met1        3780     1351            31.5
met2        3210       65            37.3
met3         358        2            2.82
met4          19        0           0.702
met5           0        -               0
power groups by stage:
| stage | registers (W) | logic (W) | clock network, W |
|---|---|---|---|
| 4_1_cts | 0 | 0.000218 | 0 |
| 5_1_grt | 0 | 0.000243 | 0 |
| 6_report | 0 | 0.000217 | 0 |
Power is estimated from default activity; no workload was simulated.
